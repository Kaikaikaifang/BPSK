==> flow/design.v <==
module counter #(
    parameter NUM = 2048
) (
    input                        clk_sig,
    input                        reset_sig,     
    output reg [$clog2(NUM)-1:0] counter_sig,   
    output reg                   carry_sig      
);
    initial begin
        counter_sig = 0;
    end
    always @(posedge clk_sig) begin
        if (!reset_sig) begin
            counter_sig <= 0;
            carry_sig   <= 0;
        end else begin
            if (counter_sig == NUM - 1) begin
                counter_sig <= 0;
                carry_sig   <= 1;
            end else begin
                counter_sig <= counter_sig + 1'b1;
                carry_sig   <= 0;
            end
        end
    end
endmodule
module mseries #(
    parameter M = 4   
) (
    input  wire clk_sig,
    input  wire rst_sig,
    output wire m_sig
);
    reg [(M-1):0] m_r;
    initial begin
        m_r = ~(0);
    end
    always @(posedge clk_sig) begin
        if (rst_sig == 0) begin   
            m_r <= ~(0);
        end else begin
            m_r <= m_r << 1'b1;   
            case (M)
                2: m_r[0] <= m_r[1] ^ m_r[0];
                3: m_r[0] <= m_r[2] ^ m_r[1];
                4: m_r[0] <= m_r[3] ^ m_r[2];
                5: m_r[0] <= m_r[4] ^ m_r[2];
                6: m_r[0] <= m_r[5] ^ m_r[4];
                7: m_r[0] <= m_r[6] ^ m_r[3];
                8: m_r[0] <= m_r[7] ^ m_r[5] ^ m_r[4] ^ m_r[3];
                9: m_r[0] <= m_r[8] ^ m_r[4];
                10: m_r[0] <= m_r[9] ^ m_r[6];
                11: m_r[0] <= m_r[10] ^ m_r[8];
                12: m_r[0] <= m_r[11] ^ m_r[10] ^ m_r[7] ^ m_r[5];
                13: m_r[0] <= m_r[12] ^ m_r[11] ^ m_r[9] ^ m_r[8];
                14: m_r[0] <= m_r[13] ^ m_r[12] ^ m_r[7] ^ m_r[3];
                15: m_r[0] <= m_r[14] ^ m_r[13];
                16: m_r[0] <= m_r[15] ^ m_r[14] ^ m_r[12] ^ m_r[3];
                default: m_r[0] <= m_r[0];
            endcase
        end
    end
    assign m_sig = m_r[(M-1)];
endmodule
module noise #(
    parameter INTERVAL = 15
) (
    input  wire       clk_sig,
    input  wire       reset_sig,
    output reg  [0:0] noise_sig
);
    wire [                     0:0] m_sig;
    wire [($clog2(INTERVAL) - 1):0] counter_sig;
    mseries #(
        .M(4)
    ) mseries_inst (
        .clk_sig(clk_sig),
        .rst_sig(reset_sig),
        .m_sig  (m_sig)
    );
    counter #(
        .NUM(INTERVAL + 1)
    ) counter_inst (
        .clk_sig    (clk_sig),
        .reset_sig  (reset_sig),
        .counter_sig(counter_sig)
    );
    always @(posedge clk_sig) begin
        if (!reset_sig) begin
            noise_sig <= 0;
        end else if (counter_sig == INTERVAL) begin
            noise_sig <= m_sig;
        end else begin
            noise_sig <= 0;
        end
    end
endmodule
==> flow/run.sh <==
#!/bin/bash
# OpenROAD 26Q1-2900-gdf79404cd8, Yosys 0.63+post, stock flow scripts
make -C /OpenROAD-flow-scripts/flow DESIGN_CONFIG=/design/flow/config.mk WORK_HOME=/design/flow/orfs finish
==> flow/config.mk <==
export PLATFORM = sky130hd
export DESIGN_NAME = noise
export DESIGN_NICKNAME = noise
export VERILOG_FILES = /design/flow/design.v
export SDC_FILE = /design/flow/constraint.sdc
export NUM_CORES = 4
export LEC_CHECK = 1
export CORE_AREA = 10 10 70 70
export DIE_AREA = 0 0 80 80
==> flow/constraint.sdc <==
current_design noise

set clk_period 1.0
set clk_io_pct 0.2

create_clock -name clk0 -period $clk_period [get_ports {clk_sig}]

set non_clock_inputs [all_inputs -no_clocks]
set_input_delay [expr $clk_period * $clk_io_pct] -clock clk0 $non_clock_inputs
set_output_delay [expr $clk_period * $clk_io_pct] -clock clk0 [all_outputs]
==> run_results.csv <==
group,metric,value,unit
detailed_routing,first_iter_violations,9,
synth,ys_chip_area,300,sq um
detailed_routing,first_pass_iters,2,
worst_hold_path,hold_start,"mseries_inst.m_r[0]",
placement,placed_area,385,sq um
synth,synth-adder-area-share,4.17,%
worst_setup_path,path_cells,"ha_2, xor2_1, and2_1",
synth,syn_inst,28,
clocking,cts.hold.buffers_added,0,
worst_setup_path,worstSetupStartpointType,"flip-flop",
synth,mux_area_share,0,%
clocking,htree_levels,1,
flow_run,drv_cap,0,
sta,hold_viol,0,
sta,maxSlewViolCount,0,
sta,grt_setup_unrepaired,"no",
clocking,clk_pin_slew,0.06,ns
clocking,cts_sinks,9,
detailed_routing,routedWlPerCell,5.17,microns
sta,max_freq,1.07,GHz
synth,netlist_logic_family_top,"simple AND/OR/NAND/NOR gates",
sta,tightest_slew,0.237,ns
die,floorplanUtilization,8.79,%
synth,yosysWarnings,3,
detailed_routing,ant_nets,0,
synth,ys_cells,28,
grt,grt_pass1_wl,800,microns
sta,fin_hold_ws,0.416,ns
worst_setup_path,crit_start,"counter_inst.counter_sig[1]",
grt,grt_use_total,1.58,%
clocking,clk_latency,0.26,ns
power_and_ir_drop,ir_drop,1.07,mV
grt,grt_antenna_before_repair,0,
worst_setup_path,required,1.16,ns
outcome,outcome,"finished, final reports clean",
worst_setup_path,end_kind,"flip-flop",
die,core,0.00342,sq mm
finish,final_layout_size_suffix_gt1_share,22.9,%
sta,worst_clock_skew,0.00752,ns
grt,grt_pass1_vias,190,
worst_setup_path,r2r-start,"counter_inst.counter_sig[1]",
synth,synth_seq_share,60.0,%
finish,final_util,12.2,%
worst_setup_path,cp_slowest_cell,"dfxtp_2",
synth,ys.flops,9,
synth,xor_share,5.83,%
power_and_ir_drop,p_per_area,1670,mW/mm^2
die,die_h,80,microns
worst_hold_path,hold_path.class,"reg2reg",
detailed_routing,vias,190,
die,die-area,0.00640,sq mm
clocking,root_buffer,"clkbuf_4",
sta,slew_headroom,84.1,%
sta,fin_tns_setup,0,ns
die,ioPinCount,3,
placement,dp_cells,77,
flow_run,warnings,25,
grt,overflow,0,
sta,finalClockPeriodUsage,93.7,%
synth,ys_sh_simple,22.9,%
worst_setup_path,worstPathMaxFanout,3,
finish,area_growth,38.8,%
finish,design_area,417,sq um
worst_setup_path,critPathTopFamily,"flip-flops",
detailed_routing,drt-total-wl,419,microns
worst_setup_path,cp_num_buf_inv,0,
synth,synth.distinct_cells,15,
die,die_w,80,microns
clocking,cts_buffers,3,
clocking,cts_buffer_depth,2,
detailed_routing,drc,0,
placement,gp_congestion,0.636,
detailed_routing,vias_per_cell,2.35,
synth,syn-cell-area,300,sq um
synth,ys_sh_aoi,5.83,%
finish,num-fill-cells,402,
sta,setup_viol,0,
worst_setup_path,critical_path_class,"reg2reg",
worst_setup_path,arrival,1.09,ns
worst_setup_path,r2r_slack,0.06,ns
finish,fin_cells,81,
power_and_ir_drop,p_leak,0.156,nW
grt,grt_max_degree,10,
synth,avgSynthCellArea,10.7,sq um
clocking,cts_tree,"yes",
placement,numPortBuffers,2,
detailed_routing,n_antenna_cell,0,
sta,finalCriticalPeriod,0.937,ns
die,num_rows,21,
worst_setup_path,critPathMaxStageDelay,0.33,ns
## worst paths after layout
| check | endpoint | cells after the start |
|---|---|---|
| setup / recovery | counter_inst.counter_sig[2] | 3 |
| hold / removal | mseries_inst.m_r[1] | 1 |
| hold reg to reg | mseries_inst.m_r[1] | 1 |
| setup reg to reg | counter_inst.counter_sig[2] | 3 |
## flip-flops by register name, summed over array words and instances, names as in the netlist
signal	count
counter_inst.counter_sig	4
mseries_inst.m_r	4
noise_sig	1
## worst register-to-register path: stages, from the launching register on
cell and delay [ns]:
dfxtp_2 0.33, ha_2 0.20, xor2_1 0.16, and2_1 0.15
## routing by layer
metal  vias to the layer above  part of all wire, %  GRT usage, %  routed length, microns
met5                         -                    0             0                       0
met4                         0                    0         0.176                       0
met3                         0                   13          1.59                      53
met2                         5                   39          2.17                     165
met1                        81                   48          1.74                     201
li1                        104                    -             -                       -
## layout by cell type (no fill, tap or decap)
cell,synthesis,routed
dfxtp_1,9,7
clkdlybuf4s50_1,0,1
a21boi_1,1,1
o21ai_1,0,1
clkbuf_1,0,1
a21oi_1,1,1
and2_1,1,1
ha_2,0,1
clkdlybuf4s15_1,0,1
nand3_2,1,1
buf_4,0,1
inv_1,1,1
xor2_1,1,1
and3_1,1,1
nor2_1,2,2
nand4b_1,1,1
nand2b_1,3,3
xnor2_1,1,1
clkbuf_4,0,3
nand2_1,3,3
dfxtp_2,0,2
## what timing repair did
action	4_1_cts	5_1_grt
gates resized	2	4
pin swaps	0	1
endpoints found under the setup margin	1	4
setup buffers	0	0
endpoints found under the hold margin	0	0
## area by class of cell
type | count | area [sq um] | area share [%]
Timing Repair Buffer | 3 | 27.5 | 6.61
Multi-Input combinational cell | 18 | 119 | 28.5
Inverter | 1 | 3.75 | 0.901
Tap cell | 46 | 57.6 | 13.8
Clock buffer | 4 | 26.3 | 6.31
Sequential cell | 9 | 183 | 43.8
## per-stage QoR
stage,worst slack (ns),power [mW]
after floorplan,0.0430,0.419
after global placement,-0.0518,0.436
after detailed placement,-0.0542,0.436
after CTS,0.0132,0.705
after global routing,0.00602,0.755
final,0.0631,0.698
## Yosys cell counts, drive strengths merged
cell type / instances / share of area [%]
nand3: 1 / 3.3
xor2: 1 / 2.9
dfxtp: 9 / 60
nor2: 2 / 2.5
o21ai: 1 / 1.7
nand2: 3 / 3.7
and2: 1 / 2.1
nand2b: 3 / 6.3
ha: 1 / 4.2
a21boi: 1 / 2.5
xnor2: 1 / 2.9
inv: 1 / 1.2
and3: 1 / 2.1
a21oi: 1 / 1.7
nand4b: 1 / 2.9
## cells by family (layout without fill, tap and decap cells)
family                     after synthesis  in the layout
DFF                                      9              9
xor gates and xnor gates                 2              2
AOI/OAI and AO/OA                        3              3
buffers and inverters                    1              8
and+or+nand+nor                         12             12
adders and majority gates                1              1
## power by group
part           total [mW]  switching, mW  internal, mW
registers           0.390         0.0109         0.379
logic              0.0413         0.0174        0.0239
clock network       0.267          0.114         0.153
total               0.698          0.142         0.556
No activity file was given, so power comes from the tool's default toggle rates.
