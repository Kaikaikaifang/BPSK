File: /design/flow/config.mk
export PLATFORM = sky130hd
export DESIGN_NAME = mux
export DESIGN_NICKNAME = mux
export VERILOG_FILES = /design/flow/design.v
export SDC_FILE = /design/flow/constraint.sdc
export NUM_CORES = 4
export LEC_CHECK = 1
export CORE_AREA = 10 10 70 70
export DIE_AREA = 0 0 80 80
File: /design/flow/constraint.sdc
current_design mux

set clk_period 1.0
set clk_io_pct 0.2

create_clock -name clk0 -period $clk_period

set non_clock_inputs [all_inputs -no_clocks]
set_input_delay [expr $clk_period * $clk_io_pct] -clock clk0 $non_clock_inputs
set_output_delay [expr $clk_period * $clk_io_pct] -clock clk0 [all_outputs]
File: /design/flow/design.v
module mux #(
    parameter WIDTH = 16
) (
    input                   sel_sig,
    input       [WIDTH-1:0] in0_sig,
    input       [WIDTH-1:0] in1_sig,
    output wire [WIDTH-1:0] out_sig
);
    assign out_sig = sel_sig ? in1_sig : in0_sig;
endmodule
File: /design/flow/run.sh
#!/bin/bash
# OpenROAD 26Q1-2900-gdf79404cd8, Yosys 0.63+post, stock flow scripts
make -C /OpenROAD-flow-scripts/flow DESIGN_CONFIG=/design/flow/config.mk WORK_HOME=/design/flow/orfs finish
==> impl_metrics.toml <==
# yosys + openroad results
[status]
outcome = "finished, violations left"
violations = "setup timing"

[logic_synthesis]
synth_top_cell_by_area = "mux2_4"
avgSynthCellArea_um2 = 13.8
yosysUniqueCellTypes = 4
ys_area_um2 = 249
area_leaders = "mux2_4, mux2_2, buf_12"
ys_cells = 18
yosysTopAreaCellShare = 0.603
ys_warn_count = 0
synth_seq_share = 0
synthesis.area_um2 = 249
syn_inst = 18

[die]
initCoreUtil = 0.0729
die_w_um = 80
io_pins = 49
row_count = 21
die_h_um = 80
coreArea_mm2 = 0.00342
die_area_mm2 = 0.00640

[job]
maxCapViolations = 0
tool_warnings = 34

[grt]
grt_pass1_wl_um = 2190
track_usage = 0.0420
antenna_found_initial = 0
grt_overflow_total = 0
grt_start_max_net_pins = 9
grt_pass1_vias = 430

[timing]
setup_viol = 16
drv_slew = 0
fmax_mhz = 947
finalHoldViolations = 0
tightestPinTransition_ns = 0.0710
min_period_over_period = 1.06
rsz0062_at_grt = "yes"
timing.hold.ws_ns = 0.794
slew_headroom = 0.953
fin_crit_ns = 1.06
layout_setup_ws_ns = -0.0564

[route]
wirelength_um = 1410
final_antenna_net_count = 0
diodes = 0
vias_per_cell = 3.18
dr.pass1.iters = 2
num_vias = 359
drc = 0
wl_per_cell_um = 12.4
drt_iter0_markers = 2

[critical_path]
cp-end-kind = "output pin"
critPathMaxStageDelay_ns = 0.30
cp.depth = 4
path_cells = "buf_12, buf_12, mux2_4, buf_6"
start_kind = "input pin"
cp.arrival_ns = 0.86
critical_path_class = "input pin to output pin"
cp_max_fo = 8
crit_path_top_delay_cell = "mux2_4"
cp.required_ns = 0.80
path_delay_family = "buffers and inverters"
cp_common_cell = "buf_12"
critical_path_buf_inv_count = 3

[hold_path]
whs_endpoint = "out_sig[5]"
worstHoldPathType = "input pin to output pin"
hold_depth = 3
hold_start = "in0_sig[5]"

[clock_tree]
postCtsSetupBuffers = 0
ctsHoldBuffers = 0

[cells_and_area]
area_delta_synth_final_pct = 219
layout.area.seq_um2 = 0
final_area_um2 = 795
drive_gt1_frac = 0.522
ff_count = 0
clockBufferCount = 0

[pwr]
p_per_area_mw_per_mm2 = 379
leakage_nw = 0.417
irDropWorstVdd_mv = 0.151

[placement]
hpwl_um = 1220
place.gp.congestion = 0.815
portBuffers = 49
dpl_cell_area_um2 = 786
==> logic make-up after synthesis <==
group,count (synthesis),synth area share
multiplexers,16,0.874
buffers and inverters,2,0.126
==> area by class of cell <==
| cell class | instances | area (µm²) |
|---|---|---|
| fillers | 374 | 2620 |
| repair buffers | 51 | 497 |
| multi-input cells | 16 | 240 |
| well taps | 46 | 57.6 |
==> placed cells by master, fill, tap and decap left out <==
cell type	Yosys	routed
mux2_4	10	16
buf_6	1	11
dlygate4sd2_1	0	32
buf_2	0	5
buf_16	0	1
buf_12	1	2
==> worst max path at each step <==
stage | slack [ns] | startpoint | endpoint
finish | -0.06 | sel_sig | out_sig[14]
global route | -0.07 | sel_sig | out_sig[6]
CTS | -0.06 | sel_sig | out_sig[15]
==> synthesized netlist by cell type, drive strengths merged <==
master / instances
mux2: 16
buf: 2
==> through the flow <==
stage | TNS [ns] | power (mW) | setup slack [ns] | instances | util
after floorplan | 0 | 0.0893 | 0.0725 | 18 | -
after global placement | -13.02 | 0.319 | -0.846 | 112 | 0.230
after detailed placement | -13.23 | 0.319 | -0.853 | 112 | 0.230
after CTS | -0.874 | 0.286 | -0.0602 | 113 | 0.223
after global routing | -1.08 | 0.326 | -0.0712 | 113 | 0.233
final | -0.817 | 0.301 | -0.0564 | 113 | 0.233
==> metal layers <==
layer,global-route usage,wire length [µm],part of all wire
met1,0.0639,738,0.53
met2,0.0449,337,0.24
met3,0.0330,329,0.23
met4,0,0,0
met5,0,0,0
==> where the power goes <==
group	total (mW)	internal, mW	switching (mW)
Combinational	0.301	0.234	0.0674
Clock	0	0	0
Sequential	0	0	0
Total	0.301	0.234	0.0674
==> what timing repair did <==
action / 4_1_cts / 5_1_grt
endpoints found under the setup margin: 16 / 16
gates cloned: 1 / 0
gates resized: 102 / 5
hold endpoints to repair: 0 / 0
Power and IR drop assume default switching activity.
