**run.sh**
```bash
#!/bin/bash
# OpenROAD 26Q1-2900-gdf79404cd8, Yosys 0.63+post, stock flow scripts
make -C /OpenROAD-flow-scripts/flow DESIGN_CONFIG=/design/flow/config.mk WORK_HOME=/design/flow/orfs finish
```
**config.mk**
```make
export PLATFORM = sky130hd
export DESIGN_NAME = duc
export DESIGN_NICKNAME = duc
export VERILOG_FILES = /design/flow/design.v
export SDC_FILE = /design/flow/constraint.sdc
export NUM_CORES = 4
export LEC_CHECK = 1
export CORE_AREA = 10 10 98 98
export DIE_AREA = 0 0 108 108
```
**constraint.sdc**
```tcl
current_design duc

set clk_period 7.4
set clk_io_pct 0.2

create_clock -name clk0 -period $clk_period

set non_clock_inputs [all_inputs -no_clocks]
set_input_delay [expr $clk_period * $clk_io_pct] -clock clk0 $non_clock_inputs
set_output_delay [expr $clk_period * $clk_io_pct] -clock clk0 [all_outputs]
```
**design.v**
```verilog
module duc #(
    parameter BWIDTH = 2,
    parameter CWIDTH = 16
) (
    input [BWIDTH-1:0] base_sig,
    input [CWIDTH-1:0] carrier_sig,
    output wire [CWIDTH-1:0] duc_sig
);
    wire [BWIDTH + CWIDTH - 1:0] extend_duc_sig;
    assign extend_duc_sig = $signed(base_sig) * $signed(carrier_sig);
    assign duc_sig        = extend_duc_sig[BWIDTH+CWIDTH-1:BWIDTH];
endmodule
```
==> impl_metrics.sql <==
-- implementation run metrics
INSERT INTO impl_metrics (metric_group, metric, value, unit) VALUES
('grt', 'grt_pass1_wl', '5100', 'um'),
('route', 'route.detailed.drc', '0', ''),
('worst_setup_path', 'cp_launch_type', 'primary input', ''),
('yosys', 'yosys-stat-area', '1170', 'um2'),
('route', 'per_cell_routed_wire_length', '11.2', 'um'),
('floorplan', 'fp-utilization', '0.153', ''),
('route', 'routedLengthMet1', '1500', 'um'),
('floorplan', 'row_count', '32', ''),
('final_timing', 'max_slew.worst_pin.slew', '0.507', 'ns'),
('worst_setup_path', 'crit_path_drt', '5.92', 'ns'),
('power_and_ir_drop', 'ir_drop', '0.0246', 'mV'),
('floorplan', 'x_dimension_of_the_die', '108', 'um'),
('final_timing', 'tightest_slew_margin_relative_to_the_limit', '0.658', ''),
('worst_setup_path', 'crit_path_end_kind', 'output port', ''),
('route', 'via_density_per_instance', '3.89', ''),
('final_timing', 'tns', '0', 'ns'),
('route', 'detailedRoute.firstPassIterationCount', '4', ''),
('final_timing', 'clock.fmax', '155', 'MHz'),
('power_and_ir_drop', 'seqPwrFrac', '0', ''),
('power_and_ir_drop', 'relative_contribution_of_the_clock_network_to_total_power', '0', ''),
('route', 'antenna-diode-count', '0', ''),
('yosys', 'synth.largest_area_cell', 'ha_1', ''),
('final_timing', 'total_setup_violations_reported_at_the_end_of_the_flow', '0', ''),
('final_timing', 'holdWs', '4.13', 'ns'),
('yosys', 'synth-cells-yosys', '146', ''),
('yosys', 'synth.distinct_cells', '37', ''),
('clocking', 'holdBufCountCts', '0', ''),
('yosys', 'top_cell_area_share', '0.321', ''),
('finish', 'clock_buffers', '0', ''),
('route', 'dr_total_vias', '1081', ''),
('yosys', 'synth.yosys.seq_area_share', '0', ''),
('status', 'status', 'complete, no violations', ''),
('grt', 'grt_start_max_net_pins', '18', ''),
('power_and_ir_drop', 'leakagePower', '0.756', 'nW'),
('finish', 'register_area', '0', 'um2'),
('min_path', 'hold_path_class', 'in -> out', ''),
('power_and_ir_drop', 'power_density', '65.0', 'nW/um2'),
('route', 'detail_route.wirelength', '3120', 'um'),
('yosys', 'synth_top_cell_by_count', 'ha_1', ''),
('yosys', 'yosysWarnings', '0', ''),
('final_timing', 'timing.final.crit_share', '0.873', ''),
('route', 'initialDrtViolationCount', '36', ''),
('route', 'dr.max_layer_used', 'met3', ''),
('grt', 'grt_pass1_vias', '1053', ''),
('clocking', 'cts_setup_buffers', '0', ''),
('power_and_ir_drop', 'power', '0.000105', 'W'),
('finish', 'area_growth_syn_to_layout', '38.0', '%'),
('placement', 'gp_routability_congestion', '0.767', ''),
('worst_setup_path', 'timing.setup.critical_path_class', 'in -> out', ''),
('final_timing', 'final-max-slew-violation-count', '0', ''),
('worst_setup_path', 'critPathArrivalTime', '4.98', 'ns'),
('route', 'met3_length', '146', 'um'),
('yosys', 'syn-instance-count', '146', ''),
('placement', 'detailedPlacementHpwl', '2820', 'um'),
('grt', 'grt-ovfl-total', '0', ''),
('finish', 'core_util_final', '0.211', ''),
('worst_setup_path', 'crit_fanout', '17', ''),
('yosys', 'most_common_library_cells_after_synthesis', 'ha_1, nor2b_1, and2_1', ''),
('final_timing', 'final-hold-violation-count', '0', ''),
('floorplan', 'fp.dieH', '108', 'um'),
('yosys', 'area_leaders', 'ha_1, nor2b_1, and2_1, xnor2_1, a21o_1', ''),
('grt', 'antenna_found_initial', '0', ''),
('power_and_ir_drop', 'power_report.internal_total', '0.0000620', 'W'),
('finish', 'final_layout_size_suffix_gt1_frac', '0.0455', ''),
('flow_run', 'number_of_maximum_capacitance_constraint_violations', '0', ''),
('power_and_ir_drop', 'power.net_switching', '0.0000429', 'W'),
('final_timing', 'grt_setup_unrepaired', 'no', ''),
('floorplan', 'floorplan.core_area', '7650', 'um2'),
('finish', 'ff_count', '0', ''),
('flow_run', 'tool_warnings', '32', ''),
('route', 'antenna_left', '0', ''),
('power_and_ir_drop', 'p_sw_frac', '0.409', ''),
('floorplan', 'io-pin-count', '34', ''),
('route', 'met2_length', '1480', 'um'),
('yosys', 'syn_area_per_cell', '8.01', 'um2'),
('grt', 'grt_usage', '0.0528', ''),
('floorplan', 'fp.dieArea', '11700', 'um2'),
('power_and_ir_drop', 'share_comb_of_total_power', '1.000', ''),
('placement', 'place.port_buffers', '34', ''),
('final_timing', 'period_needed', '6.46', 'ns'),
('yosys', 'post_synth_instance_area', '1170', 'um2'),
('clocking', 'post_cts_resize_count', '0', '');
-- per-layer routing --
metal	global-route usage	vias up
li1	-	599
met1	0.0709	464
met2	0.0918	18
met3	0.00904	0
met4	0	0
met5	0	-
-- worst paths after layout --
check                        from           to  slack [ns]  depth (start not counted)
hold / removal    carrier_sig[15]  duc_sig[15]        4.13                          4
setup / recovery      base_sig[1]  duc_sig[12]        0.94                         13
-- layout by cell type, fill, tap and decap left out, types with 2 or more instances in the layout --
cell type        synthesis  routed
clkdlybuf4s50_1          0      34
ha_1                    30      30
nor2b_1                 19      19
and2_1                  15      15
a21oi_1                 10      10
a21o_1                   7       7
nor2_1                   7       7
xnor2_1                  7       7
nand2_1                  6       6
xor2_1                   5       5
inv_1                    4       4
o21ai_0                  4       4
o21a_1                   2       2
nand3_1                  2       2
a31oi_1                  2       2
a221oi_2                 2       2
nor3b_1                  2       2
-- power groups by stage --
stage | logic, W | registers, W | clock network, W
CTS | 0.000108 | 0 | 0
global route | 0.000118 | 0 | 0
finish | 0.000105 | 0 | 0
-- per-stage QoR --
step	worst slack, ns	area (um2)	std cells
3_3_place_gp	0.984	1610	278
3_5_place_dp	0.939	1610	278
6_report	0.940	1610	278
5_1_grt	0.656	1610	278
2_1_floorplan	2.30	1170	146
4_1_cts	0.929	1610	278
-- logic make-up (layout without fill, tap and decap cells) --
logic type	Yosys count	in the layout	synth area share
xor gates and xnor gates	12	12	0.0898
buffers and inverters	8	38	0.0331
and+or+nand+nor	53	53	0.260
muxes	1	1	0.00962
AOI/OAI and AO/OA	41	41	0.270
adders and majority gates	31	31	0.338
-- worst max-delay path: stages --
cell and delay (ns):
clkdlybuf4s50_1 0.64, nor2b_1 0.26, ha_1 0.27, a21o_1 0.11, ha_1 0.18, inv_1 0.06, fa_1 0.41, nor2b_1 0.17
o2111ai_1 0.17, a21oi_1 0.40, o21ai_0 0.13, a211o_1 0.27, clkdlybuf4s50_1 0.43
-- final cells by class --
class	count	area [um2]
fill	826	6030
inverter	4	15.0
tap	102	128
multi-input combinational	138	1130
timing repair buffer	34	340
Power is estimated from default activity; no workload was simulated.
